File: flow/run.sh
#!/bin/bash
# OpenROAD 26Q1-2900-gdf79404cd8, Yosys 0.63+post, stock flow scripts
make -C /OpenROAD-flow-scripts/flow DESIGN_CONFIG=/design/flow/config.mk WORK_HOME=/design/flow/orfs finish
File: flow/config.mk
export PLATFORM = sky130hd
export DESIGN_NAME = ram
export DESIGN_NICKNAME = ram
export VERILOG_FILES = /design/flow/design.v
export SDC_FILE = /design/flow/constraint.sdc
export NUM_CORES = 4
export LEC_CHECK = 1
export CORE_UTILIZATION = 30
export SYNTH_HDL_FRONTEND = slang
File: flow/constraint.sdc
current_design ram

set clk_period 12.6
set clk_io_pct 0.2

create_clock -name clk0 -period $clk_period [get_ports {clk}]

set non_clock_inputs [all_inputs -no_clocks]
set_input_delay [expr $clk_period * $clk_io_pct] -clock clk0 $non_clock_inputs
set_output_delay [expr $clk_period * $clk_io_pct] -clock clk0 [all_outputs]
File: flow/design.v
module ram(input clk, input ram_w_en, input [7:0] ram_r_addr, input [7:0] ram_w_addr,
           input [15:0] ram_w_data, output reg [15:0] ram_r_data);
    reg [15:0] m[255:0];
    always_ff @(posedge clk) begin
        if (ram_w_en) m[ram_w_addr] <= ram_w_data;
        ram_r_data <= m[ram_r_addr];
    end
    initial $readmemb("test.txt", m);
endmodule: ram
==> GITHUB_STEP_SUMMARY <==
## Synthesis and layout report

| Metric | Value |
|---|---|
| Root buf cell | `clkbuf_16` |
| Reg2Reg Setup Slack | `9.52 ns` |
| Slew HR | `5.77%` |
| Vias in the first global route | `84.0k` |
| DR vias/cell | `5.07` |
| Commonest Layout Cell | `edfxtp_1` |
| Maximum vdd drop | `0.000113 V` |
| Cts repair resizes | `0` |
| Worst slew pin tran | `1.40 ns` |
| Crit. End Element | `flop` |
| Clk sinks | `4112` |
| Count of flip-flops with a built-in enable after synthesis | `4096` |
| Post-Synth AOI/OAI Area | `3.54%` |
| Worst path required time | `13.41 ns` |
| Post-Syn Instances | `7360` |
| Adders+Majority by Area | `0%` |
| Seq pwr share | `53.1%` |
| Row count | `266` |
| Die width | `729 um` |
| Synth Seq Share | `77.7%` |
| Status | `complete, no violations` |
| Pre-CTS setup slack | `5.02 ns` |
| Critical-path maximum fanout | `46` |
| Post-route minimum period | `6.83 ns` |
| Post-Place Cells | `14.4k` |
| Yosys xor share | `0%` |
| Routed len/inst | `27.7 um` |
| F_max | `147 MHz` |
| All-layer global routing usage | `16.8%` |
| Clock Power Share | `42.1%` |
| Layout fillers | `47.4k` |
| Total CTS buffers | `391` |
| Area delta synth->final | `14.9%` |
| Clk pin slew, worst setup/hold paths | `0.06 ns` |
| Simple Share, Synth | `1.57%` |
| Post-DP Area | `169000 um2` |
| Worst Hold Class | `flop to flop` |
| Final worst setup slack | `5.77 ns` |
| DR iter-0 viols | `4874` |
| Switch share | `21.1%` |
| Initial antenna violation count | `20` |
| Synth Cell Area | `159000 um2` |
| Clk_skew | `0.0778 ns` |
| Register area | `123000 um2` |
| First-pass GRT wire length | `599 mm` |
| Area fraction in mux cells | `15.5%` |
| Most frequent cells in the layout | `edfxtp_1, mux4_2, mux2i_1` |
| Final Hold Fails | `0` |
| Yosys Chip Area | `159000 um2` |
| Slew Limit Fails | `0` |
| Post-layout util | `34.7%` |
| Post-DRT Antenna Nets | `0` |
| RSZ-0062 raised after global routing | `no` |
| Clk buf depth | `4` |
| Async S/R FF share, synth | `0%` |
| Most used cell, CP | `buf_4` |
| Post-synth regs | `4112` |
| Critical path's slowest cell | `nor3_1` |
| Residual DRC | `0` |
| Worst path arrival time | `7.64 ns` |
| Clk latency late pin | `0.97 ns` |
| Initial DRT Pass Iterations | `7` |
| Hold Buf Count CTS | `0` |
| Htree depth | `5` |
| Via Count | `76.7k` |
| GPL Wtd Cong | `0.885` |
| Worst R2R Path Depth | `7` |
| Port bufs | `49` |
| IO Count | `50` |
| Fp_density | `30.2%` |
| Final setup viols | `0` |
| CTS tree | `built` |
| Die Area | `532000 um2` |
| Routed WL | `419 mm` |
| Logic family by area | `multiplexers` |
| Pwr Density | `156 nW/um2` |
| Fin area | `182000 um2` |
| OpenROAD warnings | `26` |
| Total of max-cap violations | `0` |
| Critical path launch point type | `input pin` |
| Pin count of the biggest net entering global routing | `98` |
| Setup_tns | `0 ns` |
| Final worst path period share | `54.2%` |
| Yosys warning count | `0` |
| Crit-path max cell delay | `0.77 ns` |
| Setup CP Type | `input pin to flop` |
| Hold Path Cell Cnt | `6` |
| Top FF cell, synth | `edfxtp_1` |
| Die Height | `729 um` |
| Logic area | `33000 um2` |
| Internal | `22.4 mW` |
| Mean Syn Cell Area | `21.6 um2` |
| Gate power share | `4.8%` |
| HPWL after detailed placement | `248 mm` |
| Cell Type Count | `52` |
| Sw power | `6.02 mW` |
| Core ar. | `526000 um2` |
| Post-Layout Cell Count | `15.1k` |
| Post-CTS Setup Repair Bufs | `0` |
| Lkg Pwr | `56.7 nW` |
| Grt ovf | `0` |
| Worst-path cell chain | `buf_8 -> buf_4 -> buf_4 -> buf_4 -> buf_4 -> buf_4 -> mux4_2 -> o22ai_1 -> nor3_1 -> nor3_1 -> buf_4 -> nor4_1` |
| Yosys Instances | `7360` |
| Layout cells sized above 1 | `25.2%` |
==> worst max-delay path, delay by kind of cell <==
family	cells	cell delay [ns]
muxes	1	0.40
buffers and inverters	7	3.41
and+or+nand+nor	3	0.93
AOI/OAI and AO/OA	1	0.16
==> final timing paths <==
| kind | start | endpoint |
|---|---|---|
| max | ram_r_addr[1] | ram_r_data[6]$_DFF_P_ |
| min reg2reg | m[120][15]$_DFFE_PP_ | ram_r_data[15]$_DFF_P_ |
| max reg2reg | m[130][2]$_DFFE_PP_ | ram_r_data[2]$_DFF_P_ |
| min | m[120][15]$_DFFE_PP_ | ram_r_data[15]$_DFF_P_ |
==> through the flow <==
stage               power, mW  hold slack [ns]
detailed placement       16.8             1.08
floorplan                16.1            0.854
global placement         16.8             1.12
global route             29.2             1.19
finish                   28.4             1.08
CTS                      28.6             1.09
==> registers in the layout, indices dropped and copies added (netlist names) <==
register / cells
ram_r_data: 16
m: 4096
==> routing by layer <==
metal  vias up  track usage, %  wire, um
met4        36            5.12     17200
met3       646            14.5     78200
met5         -            2.19      1620
met1     38800            16.6    125000
met2      5073            25.5    197000
li1      32200               -         -
==> cells by family after synthesis <==
family | count (synthesis)
AOI/OAI and AO/OA | 786
buffers and inverters | 456
DFF | 4112
muxes | 1450
and+or+nand+nor | 556
==> cells in the mapped netlist (37+ instances only) <==
| cell | number | area, um2 |
|---|---|---|
| nor2_1 | 304 | 1140 |
| o21ai_0 | 37 | 185 |
| clkbuf_1 | 230 | 863 |
| mux4_2 | 797 | 17900 |
| buf_2 | 76 | 380 |
| mux2_2 | 88 | 991 |
| a21oi_1 | 175 | 876 |
| o22ai_1 | 148 | 926 |
| o221ai_1 | 252 | 2210 |
| nor3_1 | 92 | 460 |
| a22oi_1 | 43 | 323 |
| buf_6 | 77 | 867 |
| nand2_1 | 38 | 143 |
| mux2i_1 | 565 | 5660 |
| edfxtp_1 | 4096 | 123000 |
==> area by class of cell <==
class | instances | area share (%)
diodes | 12 | 0.0165
clock buffers | 444 | 5.51
clock inverters | 270 | 1.64
inverters | 4 | 0.0151
multi-input cells | 2792 | 18.1
flip-flops and latches | 4112 | 67.6
well taps | 6968 | 4.78
repair buffers | 527 | 2.35
==> power groups by stage <==
stage	combinational (mW)	clock [mW]	sequential, mW
global route	1.47	12.6	15.1
finish	1.38	12.0	15.1
CTS	1.39	12.1	15.1
Power and IR drop assume default switching activity.
